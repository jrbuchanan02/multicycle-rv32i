`flow/design.v`:
```
`timescale 1ns / 1ps
module memory_interface(clock, reset, haddr, hburst, hmastlock, hprot, hsize, htrans, 
                        hwdata, hwrite, hrdata, hreadyout, hresp, cpu_addr, hsel,
                        rdata, wdata, cpu_write, operation_complete, mem_mode,
                        mem_transfer, mem_function);
    parameter XLEN = 32;
    parameter sync_reset = "FALSE";
    parameter [0:0] mode_word = 0;
    parameter [0:0] mode_func = 1;
    input             clock;
    input             reset;
    output [XLEN-1:0] haddr;
    output [2:0]      hburst;
    output            hmastlock;
    output            hsel;
    output [3:0]      hprot;
    output [2:0]      hsize;
    output [1:0]      htrans;
    output [XLEN-1:0] hwdata;
    output            hwrite;
    input  [XLEN-1:0] hrdata;
    input             hreadyout;
    input             hresp;  
    input  [XLEN-1:0] cpu_addr;
    output [XLEN-1:0] rdata;
    input  [XLEN-1:0] wdata;
    input             cpu_write;
    output            operation_complete;
    input             mem_mode;
    input             mem_transfer;
    input       [2:0] mem_function;
    typedef enum logic [1:0] {
        state_idle,
        state_addr,
        state_data,
        state_read
    } mi_state;
    mi_state pstate;
    mi_state nstate;
    wire [XLEN-1:0] addr_d, addr_q;
    wire [XLEN-1:0] wdat_d, wdat_q;
    wire [XLEN-1:0] rdat_d, rdat_q;
    wire [2:0] eff_fn_d, eff_fn_q;
    wire write_d, write_q;
    wire ld_addr, ld_wdat, ld_rdat, ld_eff_fn, ld_write;
    assign addr_d = cpu_addr;
    assign haddr  = addr_q;
    assign wdat_d = wdata;
    assign hwdata = wdat_q;
    assign rdat_d = eff_fn_q == 3'b000 ? { {XLEN-8{hrdata[7 ]}}, hrdata[ 7:0]} :
                    eff_fn_q == 3'b001 ? { {XLEN-16{hrdata[15]}}, hrdata[15:0]} :
                    eff_fn_q == 3'b010 ? hrdata :
                    eff_fn_q == 3'b100 ? { {XLEN-8{ 1'b0 } }, hrdata[ 7:0]} :
                    eff_fn_q == 3'b101 ? { {XLEN-16{ 1'b0 } }, hrdata[15:0]} : {XLEN{1'bx}}; 
    assign rdata  = rdat_q;
    assign eff_fn_d = mem_mode == mode_word ? 3'b010 : mem_function;
    assign hsize    = eff_fn_q[1:0];
    assign write_d = cpu_write;
    assign hwrite  = write_q;
    assign nstate = pstate == state_idle ? mem_transfer ? state_addr : state_idle :
                    pstate == state_addr ? state_data :
                    pstate == state_data ? hreadyout ? state_read : state_data :
                    pstate == state_read ? state_idle : state_idle;
    assign htrans = pstate == state_idle ? 2'b00 :
                    pstate == state_addr ? 2'b10 :
                    pstate == state_data ? 2'b00 :
                    pstate == state_read ? 2'b00 : 2'bxx;
    assign operation_complete = pstate == state_idle ? 1'b1 :
                                pstate == state_addr ? 1'b0 :
                                pstate == state_data ? 1'b0 :
                                pstate == state_read ? 1'b0 : 1'bx;
    assign ld_addr = pstate == state_idle ? 1'b1 :
                     pstate == state_addr ? 1'b0 :
                     pstate == state_data ? 1'b0 :
                     pstate == state_read ? 1'b0 : 1'bx;
    assign ld_wdat = pstate == state_idle ? 1'b1 :
                     pstate == state_addr ? 1'b0 :
                     pstate == state_data ? 1'b0 :
                     pstate == state_read ? 1'b0 : 1'bx;
    assign ld_rdat = pstate == state_idle ? 1'b0 :
                     pstate == state_addr ? 1'b0 :
                     pstate == state_data ? 1'b1 :
                     pstate == state_read ? 1'b1 : 1'bx;
    assign ld_eff_fn = pstate == state_idle ? 1'b1 :
                       pstate == state_addr ? 1'b0 :
                       pstate == state_data ? 1'b0 :
                       pstate == state_read ? 1'b0 : 1'bx;
    assign ld_write  = pstate == state_idle ? 1'b1 :
                       pstate == state_addr ? 1'b0 :
                       pstate == state_data ? 1'b0 :
                       pstate == state_read ? 1'b0 : 1'bx;
    assign hsel =    pstate == state_idle ? 1'b0 :
                     pstate == state_addr ? 1'b1 :
                     pstate == state_data ? 1'b1 :
                     pstate == state_read ? 1'b1 : 1'bx;
    assign hprot = 4'b0011;  
    assign hmastlock = 0;    
    assign hburst = 3'b000;  
    register addr(.clock(clock),
                  .reset(reset),
                  .ld(ld_addr),
                  .d(addr_d),
                  .q(addr_q));
    register wdat(.clock(clock),
                  .reset(reset),
                  .ld(ld_wdat),
                  .d(wdat_d),
                  .q(wdat_q));
    register rdat(.clock(clock),
                  .reset(reset),
                  .ld(ld_rdat),
                  .d(rdat_d),
                  .q(rdat_q));
    register eff_fn(.clock(clock),
                    .reset(reset),
                    .ld(ld_eff_fn),
                    .d(eff_fn_d),
                    .q(eff_fn_q));
    register write(.clock(clock),
                   .reset(reset),
                   .ld(ld_write),
                   .d(write_d),
                   .q(write_q));
    defparam addr.XLEN   = XLEN;
    defparam wdat.XLEN   = XLEN;
    defparam rdat.XLEN   = XLEN;
    defparam eff_fn.XLEN = 3;
    defparam write.XLEN  = 1;
    defparam addr.sync_reset = sync_reset;
    defparam wdat.sync_reset = sync_reset;
    defparam rdat.sync_reset = sync_reset;
    defparam eff_fn.sync_reset = sync_reset;
    defparam write.sync_reset = sync_reset;
    generate
    if ( sync_reset == "TRUE" ) begin
        always @(posedge clock) begin
            if ( reset ) pstate <= state_idle;
            else         pstate <= nstate;
        end
    end else begin
        always @(posedge clock or posedge reset) begin
            if ( reset ) pstate <= state_idle;
            else         pstate <= nstate;
        end
    end
    endgenerate
endmodule
`timescale 1ns / 1ps
module register(clock, reset, d, q, ld);
    parameter XLEN = 32;
    parameter reset_val = 0;
    parameter sync_reset = "FALSE";
    input clock;
    input reset;
    input [XLEN-1:0] d;
    output[XLEN-1:0] q;
    input ld;
    reg [XLEN-1:0] q;
    generate
    if ( sync_reset == "TRUE" ) begin
        always @(posedge clock) begin
            if ( reset ) q <= reset_val;
            else if ( ld ) q <= d;
        end
    end else begin
        always @(posedge clock or posedge reset) begin
            if ( reset ) q <= reset_val;
            else if ( ld ) q <= d;
        end
    end
    endgenerate
endmodule
```
`flow/run.sh`:
```
#!/bin/bash
# OpenROAD 26Q1-2900-gdf79404cd8, Yosys 0.63+post, stock flow scripts
make -C /OpenROAD-flow-scripts/flow DESIGN_CONFIG=/design/flow/config.mk WORK_HOME=/design/flow/orfs finish
```
`flow/config.mk`:
```
export PLATFORM = sky130hd
export DESIGN_NAME = memory_interface
export DESIGN_NICKNAME = memory_interface
export VERILOG_FILES = /design/flow/design.v
export SDC_FILE = /design/flow/constraint.sdc
export NUM_CORES = 4
export LEC_CHECK = 1
export CORE_UTILIZATION = 40
```
`flow/constraint.sdc`:
```
current_design memory_interface

set clk_period 3.5
set clk_io_pct 0.2

create_clock -name clk0 -period $clk_period [get_ports {clock}]

set non_clock_inputs [all_inputs -no_clocks]
set_input_delay [expr $clk_period * $clk_io_pct] -clock clk0 $non_clock_inputs
set_output_delay [expr $clk_period * $clk_io_pct] -clock clk0 [all_outputs]
```
==> out/qor.txt <==
status = finished clean
leak pwr = 0.00273 µW
CTS Sinks = 104
initial antenna violation count = 0
dominant logic cell types in the final layout = clkdlybuf4s50_1 (206), dfrtp_1 (103), mux2_2 (73)
final max-slew violation count = 0
largest vdd supply drop = 439 µV
IO Port Bufs = 206
worst clock skew = 0.00572 ns
critical setup path kind = register to output port
Comb pwr share = 40.7%
FF-to-FF path depth = 4
switching share of power = 24.2%
chip area = 10700 µm²
DRC viols = 0
Syn-to-layout area delta = 57.2%
io pins = 218
yosys synthesis chip area = 4110 µm²
post-route cell area = 6460 µm²
number of diodes = 0
Die X-Extent = 103 µm
cell at the root of the clock tree = clkbuf_8
Worst Setup End Kind = output port
CTS hold repair buffers = 0
vias per cell = 4.54
Int Power = 3600 µW
row count = 36
core footprint = 9860 µm²
TritonCTS Buffers = 9
maximum clock rate = 394 MHz
Worst-path clk slew = 0.09 ns
PD cells = 736 nW/µm²
post-DR wirelength/cell = 14.6 µm
crit-path max FO = 27
placed cell area = 6250 µm²
RSZ-0062 raised after global routing = false
GP Congestion = 0.786
Max Root-Sink Buffers = 2
# Cells Yosys = 302
HP Start = pstate[3]
Clock power frac = 16.7%
hold slack = 0.441 ns
area of the mapped netlist = 4110 µm²
Final Core Density = 65.5%
Tcrit/Tclk final = 72.6%
endpoints failing setup = 0
tool warnings = 27
global-route wire length before repair = 14.1 mm
most used logic cell in the final layout = clkdlybuf4s50_1
final hold vios = 0
crit path DRT = 2.80 ns
max_slew headroom = 59.7%
core utilization at floorplan = 41.7%
GRT Total Usage = 18.0%
DP HPWL = 6.90 mm
Hold Path Sink = pstate[0]
Yosys cell types = 26
Die Y-Extent = 103 µm
Arr. time, crit path = 1.84 ns
pin count of the biggest net entering global routing = 59
Warnings, synthesis = 4
Routed Antenna Nets = 0
Post-Syn Instances = 302
initial drt markers = 59
Worst Max-Slew Pin Slew = 0.604 ns
Skew-Pair Late Insertion Delay = 0.35 ns
Worst R2R End = rdat.q[27]
Post-CTS Setup Repair Bufs = 0
min Tclk post-route = 2.54 ns
RR Startpoint = pstate[0]
CTS tree = yes
DR pass1 iterations = 4
Post-synth seq share = 63.3%
post-cts sizing count = 0
Max-Cap Viols = 0
crit start category = register
final WL = 9.43 mm
grt total ovfl = 0
setup TNS = 0 ns
Synth flops = 104
Psw = 1150 µW
H-tree Lvls = 3
sequential group share of total power = 42.6%
worst hold path type = register to register
reg-to-reg slack, setup = 1.37 ns
vias = 2921
layout cell share with drive strength beyond 1 = 21.1%
Avg Synthesized Cell Area = 13.6 µm²
Hold Crit Depth = 1
vias in the first global route = 2758
[routing by layer]
metal,wire (µm),part of all wire (%),GRT usage (%),vias to the layer above
met3,656,7.0,4.71,12
met1,3870,41,26.6,1390
met2,4740,50,28.7,113
met4,176,1.9,2.71,0
li1,-,-,-,1406
met5,0,0,0,-
[critical path: stages (launching register included)]
cell and delay, ns:
dfstp_2 0.91, inv_1 0.12, clkdlybuf4s50_1 0.47
[power groups by stage]
stage / sequential, µW / clock, µW / combinational (µW)
global route: 2110 / 873 / 2130
finish: 2030 / 794 / 1930
CTS: 2040 / 828 / 1980
[cells in the mapped netlist, drive strengths merged]
library cell    n  area [µm²]
buf            21         156
nor2b           1        6.26
a21oi          24         165
a31oi           1        6.26
a21o            2        15.0
or4bb           1        11.3
o31a            1        10.0
clkbuf          5        18.8
or2             1        6.26
nor2           27         101
nand3           2        10.0
nor3b           1        12.5
inv             8        30.0
nand2          24        90.1
dfstp           1        26.3
dfrtp         103        2580
o311a           1        21.3
mux2           73         822
conb            2        7.51
and2            1        6.26
o21ai           2        10.0
[stage by stage]
stage,cells,worst slack (ns),power [µW]
2_1_floorplan,310,0.0695,2690
5_1_grt,644,0.811,5110
3_3_place_gp,628,1.29,4000
4_1_cts,644,0.886,4840
6_report,644,0.960,4760
3_5_place_dp,628,1.29,4030
[cells by family (layout without fill, tap and decap cells)]
| logic type | after synthesis | after routing | share of synthesized area (%) |
|---|---|---|---|
| AND-OR/OR-AND | 31 | 31 | 5.54 |
| buffers and inverters | 34 | 235 | 4.99 |
| flip-flops | 104 | 104 | 63.3 |
| multiplexers | 73 | 73 | 20.0 |
| other | 2 | 10 | 0.183 |
| AND/OR/NAND/NOR | 58 | 58 | 5.94 |
[how the worst max path moves through the flow]
stage                      from    to  slack [ns]  cells past startpoint
after global routing  pstate[0]  hsel        0.81                      2
after CTS             pstate[0]  hsel        0.89                      2
final                 pstate[0]  hsel        0.96                      2
[layout make-up]
type | instances | area (µm²)
inverter | 8 | 32.5
timing repair buffer | 211 | 2110
clock inverter | 5 | 81.3
multi-input combinational | 172 | 1330
tap | 133 | 166
clock buffer | 11 | 131
sequential | 104 | 2600
fill | 735 | 3400
[registers in the layout, indices dropped and copies added, names as in the netlist]
signal	count
pstate	4
rdat.q	32
wdat.q	32
write.q	1
eff_fn.q	3
addr.q	32
No activity file was given, so power comes from the tool's default toggle rates.
