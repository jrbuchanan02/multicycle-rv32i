**run.sh**
```bash
#!/bin/bash
# OpenROAD 26Q1-2900-gdf79404cd8, Yosys 0.63+post, stock flow scripts
make -C /OpenROAD-flow-scripts/flow DESIGN_CONFIG=/design/flow/config.mk WORK_HOME=/design/flow/orfs finish
```
**config.mk**
```make
export PLATFORM = sky130hd
export DESIGN_NAME = register_file
export DESIGN_NICKNAME = register_file
export VERILOG_FILES = /design/flow/design.v
export SDC_FILE = /design/flow/constraint.sdc
export NUM_CORES = 4
export LEC_CHECK = 1
export CORE_UTILIZATION = 30
```
**constraint.sdc**
```tcl
current_design register_file

set clk_period 9.6
set clk_io_pct 0.2

create_clock -name clk0 -period $clk_period [get_ports {clock}]

set non_clock_inputs [all_inputs -no_clocks]
set_input_delay [expr $clk_period * $clk_io_pct] -clock clk0 $non_clock_inputs
set_output_delay [expr $clk_period * $clk_io_pct] -clock clk0 [all_outputs]
```
**design.v**
```verilog
`timescale 1ns / 1ps
module register_file(clock, reset, reg_w, reg_1, reg_2, write, wdata, rs1, rs2);
    parameter XLEN = 32;
    input clock;
    input reset;
    input [4:0] reg_w;
    input [4:0] reg_1;
    input [4:0] reg_2;
    input write;
    input [XLEN-1:0] wdata;
    output[XLEN-1:0] rs1, rs2;
    reg [XLEN-1:0] registers[31:1];
    always @(posedge clock) begin
        if ( write ) registers[reg_w] <= wdata;
    end
    assign rs1 = reg_1 == 0 ? 0 : registers[reg_1];
    assign rs2 = reg_2 == 0 ? 0 : registers[reg_2];
endmodule
```
==> impl_metrics.prom <==
# HELP chip_impl_metric Implementation results
# TYPE chip_impl_metric gauge
chip_impl_info{name="post_synth_most_frequent_cells",value="992 x edfxtp_1, 339 x mux4_2, 316 x mux2i_1"} 1
chip_impl_metric{name="asyncSetResetFlopFracSynth",unit=""} 0
chip_impl_info{name="critical_path.endpoint",value="rs2[3]"} 1
chip_impl_metric{name="postRouteWirelength",unit="µm"} 140000
chip_impl_metric{name="power.density_cell_area",unit="nW/µm²"} 176
chip_impl_metric{name="detail_route.iter0.violations",unit=""} 1682
chip_impl_metric{name="die_width",unit="µm"} 396
chip_impl_metric{name="yosys.area_share.xor_xnor",unit=""} 0
chip_impl_metric{name="grt_max_degree",unit=""} 79
chip_impl_info{name="top_comb_family_area",value="multiplexers"} 1
chip_impl_metric{name="groute.usage.overall",unit=""} 0.191
chip_impl_metric{name="filler_cell_count",unit=""} 14300
chip_impl_metric{name="pin_slew_with_the_least_headroom_to_its_limit",unit="ps"} 943
chip_impl_metric{name="yosys_cells",unit=""} 2601
chip_impl_metric{name="yosysTopAreaCellShare",unit=""} 0.641
chip_impl_metric{name="worst-endpoint-arrival",unit="ps"} 5560
chip_impl_info{name="timing.critical_path.slowest_stage_cell",value="clkdlybuf4s50_1"} 1
chip_impl_metric{name="timing.final.hold_violations",unit=""} 0
chip_impl_metric{name="share_of_layout_cells_above_drive_strength_1",unit=""} 0.245
chip_impl_metric{name="timing.final.crit_period",unit="ps"} 7480
chip_impl_metric{name="synth-warning-count",unit=""} 1
chip_impl_metric{name="worst-path-max-fanout",unit=""} 47
chip_impl_metric{name="height_of_the_die",unit="µm"} 396
chip_impl_info{name="cts_tree",value="yes"} 1
chip_impl_metric{name="timing.final.max_slew_violations",unit=""} 0
chip_impl_metric{name="grt_antenna_before_repair",unit=""} 11
chip_impl_metric{name="via_count_of_the_first_global_routing_pass",unit=""} 28500
chip_impl_metric{name="setup_tns",unit="ps"} 0
chip_impl_info{name="hp-class",value="primary input to register"} 1
chip_impl_metric{name="fin_cells",unit=""} 4855
chip_impl_metric{name="layout_worst_path_cycle_share",unit=""} 0.780
chip_impl_metric{name="vias",unit=""} 26500
chip_impl_metric{name="timing.critical_path.depth",unit=""} 8
chip_impl_metric{name="compound_area_frac",unit=""} 0.0517
chip_impl_metric{name="initial_core_util",unit=""} 0.302
chip_impl_info{name="synth_top_flop_cell",value="edfxtp_1"} 1
chip_impl_metric{name="crit_buf_inv",unit=""} 4
chip_impl_metric{name="synthMuxAreaShare",unit=""} 0.246
chip_impl_metric{name="comb_area",unit="µm²"} 15900
chip_impl_info{name="largest_register",value="registers"} 1
chip_impl_metric{name="finalSetupViolations",unit=""} 0
chip_impl_metric{name="slew-limit-headroom",unit=""} 0.369
chip_impl_metric{name="synth_sequential_area_ratio",unit=""} 0.641
chip_impl_metric{name="drc_errors",unit=""} 0
chip_impl_info{name="worst_path_dominant_cell_family",value="buffers and inverters"} 1
chip_impl_metric{name="placeableCoreArea",unit="µm²"} 154000
chip_impl_metric{name="numCtsBuffers",unit=""} 97
chip_impl_info{name="reg_top3",value="registers: 992 flops"} 1
chip_impl_metric{name="postRouteAntennaNets",unit=""} 0
chip_impl_info{name="biggest_area_cells",value="edfxtp_1 64%, mux4_2 16%, mux2i_1 6.8%"} 1
chip_impl_metric{name="vias_per_cell",unit=""} 5.45
chip_impl_metric{name="cts_resized",unit=""} 0
chip_impl_metric{name="numSynthFlops",unit=""} 992
chip_impl_metric{name="largest_reg_flops",unit=""} 992
chip_impl_metric{name="drt-wirelength-per-cell",unit="µm"} 28.9
chip_impl_metric{name="global_route_wire_length_before_repair",unit="µm"} 200000
chip_impl_info{name="critical_path.cell_chain",value="buf_6 -> buf_4 -> buf_4 -> mux4_2 -> a22oi_1 -> and3_1 -> a31oi_1 -> clkdlybuf4s50_1"} 1
chip_impl_info{name="hold_startpoint",value="wdata[21]"} 1
chip_impl_metric{name="ys_types",unit=""} 38
chip_impl_info{name="crit_path_start",value="reg_2[2]"} 1
chip_impl_metric{name="fin_hold_ws",unit="ps"} 2040
chip_impl_metric{name="utilization",unit=""} 0.347
chip_impl_metric{name="average_instance_area_after_synthesis",unit="µm²"} 17.9
chip_impl_metric{name="dp_cells",unit=""} 4680
chip_impl_info{name="critPathKind",value="primary input to output port"} 1
chip_impl_metric{name="power_leakage",unit="µW"} 0.0173
chip_impl_metric{name="pin_count",unit=""} 114
chip_impl_metric{name="fp-row-count",unit=""} 144
chip_impl_metric{name="numPortBuffers",unit=""} 112
chip_impl_metric{name="cts.htree.levels",unit=""} 3
chip_impl_metric{name="critPathRequiredTime",unit="ps"} 7680
chip_impl_metric{name="ys_sh_simple",unit=""} 0.0385
chip_impl_metric{name="dp.final_hpwl",unit="µm"} 80700
chip_impl_info{name="cp-start-kind",value="primary input"} 1
chip_impl_metric{name="max-cap-violations",unit=""} 0
chip_impl_metric{name="die_area",unit="µm²"} 157000
chip_impl_metric{name="ctsLongestPathBuffers",unit=""} 3
chip_impl_metric{name="layout.area.seq",unit="µm²"} 29800
chip_impl_metric{name="globalRouteOverflowTotal",unit=""} 0
chip_impl_metric{name="synthesized_netlist_cell_count",unit=""} 2601
chip_impl_metric{name="gp_congestion",unit=""} 0.854
chip_impl_info{name="synthMostInstantiatedCell",value="edfxtp_1"} 1
chip_impl_metric{name="clock_sink_count",unit=""} 992
chip_impl_metric{name="area.growth.synth_to_final",unit="%"} 15.0
chip_impl_metric{name="firstDrtPassIters",unit=""} 5
chip_impl_metric{name="synthAdderAreaFrac",unit=""} 0
chip_impl_info{name="cpMostUsedCell",value="buf_4"} 1
chip_impl_info{name="top_area_cell",value="edfxtp_1"} 1
chip_impl_metric{name="postCtsSetupBuffers",unit=""} 0
chip_impl_metric{name="clk_pin_slew_worst_setup_hold_paths",unit="ps"} 60
chip_impl_metric{name="enable_flop_cells",unit=""} 992
chip_impl_metric{name="maxClockFrequency",unit="MHz"} 134
chip_impl_info{name="critical_path.endpoint_type",value="output port"} 1
chip_impl_info{name="setup_repair_after_global_routing_missed_its_margin",value="no"} 1
chip_impl_metric{name="openroad.warnings",unit=""} 26
chip_impl_info{name="run_status",value="completed"} 1
chip_impl_metric{name="power.ir.vdd_worst",unit="µV"} 135
chip_impl_metric{name="netlist_area",unit="µm²"} 46500
chip_impl_metric{name="crit_path_max_incr_delay",unit="ps"} 680
chip_impl_metric{name="post_cts_hold_buffer_count",unit=""} 0
chip_impl_info{name="cts_root_buffer",value="clkbuf_16"} 1
chip_impl_metric{name="design_power_total",unit="µW"} 9420
chip_impl_metric{name="chip_area_yosys",unit="µm²"} 46500
## metal layers
| layer | global-route usage | share of wire | vias to the layer above |
|---|---|---|---|
| li1 | - | - | 11200 |
| met1 | 0.217 | 0.34 | 13400 |
| met2 | 0.283 | 0.46 | 1615 |
| met3 | 0.148 | 0.17 | 237 |
| met4 | 0.0429 | 0.025 | 28 |
| met5 | 0.0219 | 0.0035 | - |
## report_power, final
part / internal [µW] / switching [µW] / total, µW
clock network: 2090 / 1620 / 3710
logic: 376 / 492 / 868
registers: 4820 / 19.9 / 4840
## how the worst min path moves through the flow
stage	depth (start not counted)	end
final	2	registers[25][21]
after CTS	2	registers[11][17]
after global routing	2	registers[21][2]
## logic make-up after synthesis
kind of cell	count (synthesis)
buffers and inverters	205
AND/OR/NAND/NOR	374
multiplexers	698
flip-flops	992
AND-OR/OR-AND	332
## per-stage QoR
step	area [µm²]	setup slack (ps)
4_1_cts	53500	2100
5_1_grt	53500	2010
3_5_place_dp	50400	2090
3_3_place_gp	50400	2110
2_1_floorplan	46500	4210
6_report	53500	2120
## cell type report
type | instances | area share
Sequential cell | 992 | 0.557
Timing Repair Buffer | 239 | 0.0408
Inverter | 1 | 0.0000702
Tap cell | 2044 | 0.0478
Antenna cell | 4 | 0.000187
Multi-Input combinational cell | 1404 | 0.297
Clock buffer | 117 | 0.0476
Clock inverter | 54 | 0.00908
## cell usage in the layout, fill, tap and decap left out, drive strengths merged, types with 32 or more instances in the layout
cell type | netlist | routed
edfxtp | 992 | 992
mux4 | 348 | 348
mux2i | 316 | 316
buf | 119 | 134
clkbuf | 85 | 118
nor2 | 115 | 115
clkdlybuf4s50 | 0 | 104
a22oi | 92 | 92
nand2 | 89 | 89
a21oi | 68 | 68
nand3 | 52 | 52
a22o | 45 | 45
clkinv | 0 | 40
nor2b | 36 | 36
mux2 | 34 | 34
and2 | 34 | 34
o21ai | 32 | 32
